==> /design/flow/design.v <==
`timescale 1ns / 1ps
module im2col (
    input wire clk,
    input wire rst,
    input wire signed [7:0] Input0,
    input wire signed [7:0] Input1,
    input wire signed [7:0] Input2,
    input wire signed [7:0] Input3,
    output reg signed [31:0] IM2COL_BUFF_0,
    output reg signed [31:0] IM2COL_BUFF_1,
    output reg signed [31:0] IM2COL_BUFF_2
);
reg signed [3:0] kernel [7:0];
localparam LW_WEIGHTS = 2'd0, FIRST_HALF = 2'd1, SECOND_HALF = 2'd2;
reg [1:0] state;
always @(posedge clk)
    if(rst)
        state <= LW_WEIGHTS;
    else
        case (state)
        LW_WEIGHTS: begin
            kernel [0] <= Input0;
            kernel [1] <= Input1;
            kernel [2] <= Input2;
            kernel [3] <= Input3;
            state <= FIRST_HALF;
        end
        FIRST_HALF: begin
          IM2COL_BUFF_0 [31:24] <= Input0 [7:0];
          IM2COL_BUFF_1 [31:24] <= Input1 [7:0];
          IM2COL_BUFF_2 [31:24] <= Input2 [7:0];
          IM2COL_BUFF_0 [23:16] <= Input1 [7:0];
          IM2COL_BUFF_1 [23:16] <= Input2 [7:0];
          IM2COL_BUFF_2 [23:16] <= Input3 [7:0];
            state <= SECOND_HALF;
        end
        SECOND_HALF: begin
          IM2COL_BUFF_0 [15:8] <= Input0 [7:0];
          IM2COL_BUFF_1 [15:8] <= Input1 [7:0];
          IM2COL_BUFF_2 [15:8] <= Input2 [7:0];
            IM2COL_BUFF_0 [7:0] <= Input1 [7:0];
            IM2COL_BUFF_1 [7:0] <= Input2 [7:0];
            IM2COL_BUFF_2 [7:0] <= Input3 [7:0];
            state <= FIRST_HALF;
        end
        endcase
endmodule
==> /design/flow/run.sh <==
#!/bin/bash
# OpenROAD 26Q1-2900-gdf79404cd8, Yosys 0.63+post, stock flow scripts
make -C /OpenROAD-flow-scripts/flow DESIGN_CONFIG=/design/flow/config.mk WORK_HOME=/design/flow/orfs finish
==> /design/flow/config.mk <==
export PLATFORM = sky130hd
export DESIGN_NAME = im2col
export DESIGN_NICKNAME = im2col
export VERILOG_FILES = /design/flow/design.v
export SDC_FILE = /design/flow/constraint.sdc
export NUM_CORES = 4
export LEC_CHECK = 1
export CORE_UTILIZATION = 50
==> /design/flow/constraint.sdc <==
current_design im2col

set clk_period 2.9
set clk_io_pct 0.2

create_clock -name clk0 -period $clk_period [get_ports {clk}]

set non_clock_inputs [all_inputs -no_clocks]
set_input_delay [expr $clk_period * $clk_io_pct] -clock clk0 $non_clock_inputs
set_output_delay [expr $clk_period * $clk_io_pct] -clock clk0 [all_outputs]
==> flow_metrics.env <==
# source this file to load flow results
export IMPL_r2r_start="state[1]"
export IMPL_internal_power_mw=1.48
export IMPL_post_synth_most_frequent_cells="edfxtp_1 (64), buf_4 (32), dfxtp_1 (3)"
export IMPL_area_delta_synth_final_pct=56.3
export IMPL_fp_coreArea_um2=4320
export IMPL_drv_cap=0
export IMPL_busiest_layer="met1"
export IMPL_clock_sinks=67
export IMPL_cts_setup_buffers=0
export IMPL_met1_usage=0.320
export IMPL_timing_hold_worst_path_depth=1
export IMPL_max_freq_mhz=545
export IMPL_hold_path_startpoint="state[0]"
export IMPL_synth_largest_area_cell="edfxtp_1"
export IMPL_unrepaired_setup_endpoints_after_global_routing="no"
export IMPL_drive_above_1_share=0.0605
export IMPL_placement_cell_area_um2=3370
export IMPL_yosys_warnings=2
export IMPL_grt_total_usage=0.207
export IMPL_ff2ff_path_depth=1
export IMPL_p_switching_mw=0.329
export IMPL_clock_path_buffers=2
export IMPL_critical_path_startpoint_type="input pin"
export IMPL_syn_cell_area_um2=2250
export IMPL_number_of_warnings_in_the_stage_logs=26
export IMPL_transition_time_at_the_pin_with_the_least_slew_margin_ns=0.763
export IMPL_dp_wirelength_um=3030
export IMPL_finalClockPeriodUsage=0.633
export IMPL_cts_inserted_buffers=9
export IMPL_detail_route_drc_violations=0
export IMPL_vias=1229
export IMPL_postSynthSeqShare=0.881
export IMPL_met3_usage=0.129
export IMPL_r2r_end="IM2COL_BUFF_2[1]"
export IMPL_clock_latency_late_pin_ns=0.32
export IMPL_ys_area_um2=2250
export IMPL_routed_via_density=4.60
export IMPL_dieArea_um2=4770
export IMPL_cts_repair_resized=0
export IMPL_finalCriticalPeriod_ns=1.84
export IMPL_yosys_register_bits=67
export IMPL_dieHeight_um=69.1
export IMPL_rows=24
export IMPL_critical_path_required_ns=2.85
export IMPL_setup_tns_final_ns=0
export IMPL_ordered_list_of_cells_on_the_worst_path="clkdlybuf4s50_1 > and2b_2"
export IMPL_slew_limit_headroom=0.491
export IMPL_fin_util=0.813
export IMPL_post_synth_main_area_contributors="edfxtp_1 (85%), buf_4 (11%), dfxtp_1 (2.7%)"
export IMPL_worstHoldEndpoint="state[2]"
export IMPL_cellPowerDensity_nw_per_um2=515
export IMPL_stdcell_area_um2=3520
export IMPL_p_leak_nw=1.21
export IMPL_crit_arrival_ns=1.78
export IMPL_first_pass_iters=4
export IMPL_p_sw_frac=0.182
export IMPL_number_of_buffers_and_inverters_on_the_critical_path=1
export IMPL_synth_edff_count=64
export IMPL_end_kind="flop"
export IMPL_cts_tree="built"
export IMPL_worst_hold_slack_ns=0.446
export IMPL_grt_max_degree=34
export IMPL_netlist_cell_type_count=5
export IMPL_r2r_slack_ns=1.54
export IMPL_irDropWorstVdd_mv=0.391
export IMPL_ant_nets=0
export IMPL_critPathTopFamily="simple AND/OR/NAND/NOR gates"
export IMPL_cts_hold_fix_bufs=0
export IMPL_antenna_diode_count=0
export IMPL_dieWidth_um=69.1
export IMPL_crit_start="rst"
export IMPL_power_share_combinational=0.068
export IMPL_seq_power_share=0.608
export IMPL_clk_root_buffer_cell="clkbuf_8"
export IMPL_total_count_of_hold_check_failures_in_the_final_report=0
export IMPL_filler_cells=228
export IMPL_postSynth_topFlopCell="edfxtp_1"
export IMPL_critical_path_peak_fanout=33
export IMPL_asyncSetResetFlopFracSynth=0
export IMPL_use_met2=0.301
export IMPL_route_final_wire_length_um=4300
export IMPL_yosys_cells=102
export IMPL_final_setup_skew_ns=0.00586
export IMPL_outcome="finished, final reports clean"
export IMPL_timing_final_max_slew_violations=0
export IMPL_synth_dominant_cell_count="edfxtp_1"
export IMPL_routed_wire_length_per_instance_um=16.1
export IMPL_gp_congestion=0.767
export IMPL_num_io_pins=130
export IMPL_post_synth_cell_area_avg_um2=22.1
export IMPL_power_frac_clock=0.324
export IMPL_cts_htree_levels=3
export IMPL_hold_path_class="flop to flop"
export IMPL_fp_util=0.520
export IMPL_antenna_found_initial=0
export IMPL_crit_type="input pin to flop"
export IMPL_number_of_global_route_vias_before_repair=1250
export IMPL_top_area_frac=0.854
export IMPL_timing_final_setup_violations=0
export IMPL_path_clk_slew_ns=0.06
export IMPL_synthCells=102
export IMPL_grt_overflow_total=0
export IMPL_port_buffer_count=129
export IMPL_cp_slowest_cell="and2b_2"
export IMPL_cpPeakStageDelay_ns=0.74
export IMPL_total_power_mw=1.81
export IMPL_drt_initial_drc_count=46
export IMPL_grt_pass1_wl_um=6570
-- power groups by stage --
stage / clock network (mW) / registers (mW) / logic, mW
4_1_cts: 0.603 / 1.10 / 0.124
5_1_grt: 0.646 / 1.10 / 0.132
6_report: 0.587 / 1.10 / 0.123
-- how the worst max path moves through the flow --
stage,to,slack (ns),cells after the start
after CTS,IM2COL_BUFF_2[29],1.07,2
after global routing,IM2COL_BUFF_0[11],1.00,2
final,IM2COL_BUFF_1[23],1.06,2
-- cell type report --
cell class                 instances  area, µm²  area share
timing repair buffer             129       1290       0.367
clock buffer                      11        131      0.0374
clock inverter                     5       20.0     0.00569
sequential                        67       1980       0.564
multi-input combinational          3       27.5     0.00783
tap                               52       65.1      0.0185
-- cell usage in the layout, fill, tap and decap left out, drive strengths merged --
master           n
clkdlybuf4s50  129
edfxtp          64
clkbuf          11
clkinv           5
dfxtp            3
and2b            2
o21ba            1
-- stage by stage --
stage	instances	setup WS (ns)
floorplan	102	1.39
global placement	251	0.782
detailed placement	251	0.728
CTS	267	1.07
global route	267	1.00
finish	267	1.06
-- layer usage --
layer	routed length, µm	up-vias	part of all wire
li1	-	563	-
met3	605	5	0.14
met5	0	-	0
met1	1540	565	0.36
met4	51	0	0.012
met2	2110	96	0.49
-- flip-flops by register name, indices dropped and copies added (netlist names) --
signal	count
IM2COL_BUFF_0	18
state	3
IM2COL_BUFF_1	16
IM2COL_BUFF_2	30
-- kinds of logic (layout without fill, tap and decap cells) --
logic type / after synthesis / after routing / share of synthesized area
buffers and inverters: 32 / 145 / 0.107
and+or+nand+nor: 2 / 2 / 0.00779
AOI/OAI and AO/OA: 1 / 1 / 0.00445
DFF: 67 / 67 / 0.881
Power and IR drop assume default switching activity.
