$ cat flow/config.mk
export PLATFORM = sky130hd
export DESIGN_NAME = mac_loa
export DESIGN_NICKNAME = mac_loa
export VERILOG_FILES = /design/flow/design.v
export SDC_FILE = /design/flow/constraint.sdc
export NUM_CORES = 4
export LEC_CHECK = 1
export CORE_UTILIZATION = 50
$ cat flow/constraint.sdc
current_design mac_loa

set clk_period 1.0
set clk_io_pct 0.2

create_clock -name clk0 -period $clk_period [get_ports {clk}]

set non_clock_inputs [all_inputs -no_clocks]
set_input_delay [expr $clk_period * $clk_io_pct] -clock clk0 $non_clock_inputs
set_output_delay [expr $clk_period * $clk_io_pct] -clock clk0 [all_outputs]
$ cat flow/design.v
`timescale 1ns / 1ps
module mac_loa (
    input  wire         clk,        
    input  wire         rst,        
    input  wire [7:0]   A,          
    input  wire [7:0]   B,          
    input  wire [15:0]  ACC_in,     
    output reg  [15:0]  OUT         
);
    wire [15:0] mult_result;
    assign mult_result = A * B;
    localparam TRUNC_BITS = 4;  
    wire [15:0] mult_trunc = mult_result[15:0];    
    wire [15:0] acc_trunc  = ACC_in[15:0];         
    wire [15:0] sum_trunc;
    assign sum_trunc[15:TRUNC_BITS] = mult_trunc[15:TRUNC_BITS] + acc_trunc[15:TRUNC_BITS];
    assign sum_trunc[TRUNC_BITS-1:0] = mult_result[TRUNC_BITS-1:0] | ACC_in[TRUNC_BITS-1:0];
    always @(posedge clk or posedge rst) begin
        if (rst)
            OUT <= 16'd0;
        else
            OUT <= sum_trunc;
    end
endmodule
$ cat flow/run.sh
#!/bin/bash
# OpenROAD 26Q1-2900-gdf79404cd8, Yosys 0.63+post, stock flow scripts
make -C /OpenROAD-flow-scripts/flow DESIGN_CONFIG=/design/flow/config.mk WORK_HOME=/design/flow/orfs finish
==> impl_metrics.toml <==
# implementation run metrics
[clock_network]
clk_pin_slew_ns = 0.07
clock_path_buffers = 2
cts_tree = "yes"
htree_levels = 1
cts_root_buf = "clkbuf_8"
cts_sinks = 16
cts_buffers = 3

[synthesis]
edf_count = 0
yosys_cells = 320
synth_area_sq_um = 2980
yosysWarnings = 1
synth_seq_share_pct = 13.4
synth_cell_types = 33
flop_cell = "dfrtp_1"
syn_area_per_cell_sq_um = 9.31
ys_seq_elements = 16
async_flop_share_pct = 100
synth_cells = 320
yosys_area_sq_um = 2980

[cells_and_area]
nFillCells = 306
fin_cells = 515
regMostFlops = "OUT"
top_regs = "OUT (16)"
area.growth.synth_to_final_pct = 60.4
drive_gt1_share_pct = 45.1
largest_reg_flops = 16
post-route-util_pct = 85.2

[place]
dp_cells = 502
place_hpwl_um = 5220
globalplace.congestion = 0.833
io_buffers = 49

[routing]
post_drt_via_cell_ratio = 5.03
wl_um = 6710
wire_per_inst_um = 13.0
vias = 2589
antennaDiodeCount = 0
ant_nets = 0
first_pass_iters = 4
drt_iter0_drc = 42
drc_errors = 0

[sta]
period_needed_ns = 4.52
fmax_mhz = 221
drv_slew = 0
relSlewSlack_pct = 79.4
hold_viol = 0
layout_setup_ws_ns = -3.52
fin_crit_sh_pct = 452
rsz0062_at_grt = "true"
tightest_slew_ns = 0.309
setup_viol = 15

[critical_path]
required_ns = 1.18
path_class = "in -> reg"
start_kind = "primary input"
cp-end-kind = "register"
crit_arrival_ns = 4.70
path_max_fanout = 3

[floorplanning]
chipArea_sq_um = 6270
fp_util_pct = 53.1
die_height_um = 79.2
die_w_um = 79.2
row_count = 27
core_area_sq_um = 5610
pin_count = 50

[status]
violations = "negative setup slack"
outcome = "complete, but fails checks"

[global_routing]
first_global_vias = 2815
grt_first_pass_wirelength_um = 12000
antenna_found_initial = 0
overflow = 0
grt_use_total_pct = 24.9
grt_max_degree = 17

[min_path]
hp-class = "in -> async"

[job]
maxCapViolCount = 0
warning_count = 31

[pwr]
irDropWorstVdd_uv = 4670
power-per-cell-area_nw_per_um2 = 3200
cellLeakagePower_nw = 2.29
==> critical path: stages <==
cell      delay, ns
buf_8          0.10
buf_12         0.12
and2_4         0.13
fa_1           0.56
fa_1           0.43
fa_1           0.49
inv_1          0.05
fa_1           0.49
inv_2          0.05
ha_4           0.17
buf_6          0.12
nor2_4         0.12
nor2_2         0.05
a31oi_2        0.15
o21bai_1       0.10
a21oi_1        0.16
xnor2_1        0.17
ha_1           0.29
and3_1         0.16
a221o_1        0.33
a21oi_2        0.13
xnor2_1        0.12
==> synth_stat cells (3+ instances only) <==
cell | count | share of area [%]
inv_1 | 52 | 6.6
a21oi_1 | 10 | 1.7
nand2_1 | 18 | 2.3
ha_1 | 48 | 20
o21bai_1 | 5 | 1.3
nor2_1 | 15 | 1.9
and2_1 | 51 | 11
a21o_1 | 6 | 1.5
o21ai_0 | 6 | 1.0
o21a_1 | 3 | 0.76
or2_2 | 3 | 0.63
nor3_1 | 8 | 1.3
xnor2_1 | 13 | 3.8
xor2_1 | 6 | 1.8
dfrtp_1 | 16 | 13
nand3_1 | 4 | 0.67
fa_1 | 37 | 25
==> layout make-up <==
class,instances,area (sq um),share of cell area [%]
Sequential cell,16,400,8.38
Tap cell,72,90.1,1.89
Multi-Input combinational cell,252,2930,61.2
Clock buffer,4,55.1,1.15
Inverter,52,198,4.14
Timing Repair Buffer,119,1110,23.2
==> path summary, 6_finish.rpt <==
check / depth (start not counted) / slack (ns) / startpoint / to
worst max-delay path: 22 / -3.52 / B[5] / OUT[15]
min in group clk0: 3 / 0.33 / B[0] / OUT[0]
max in group asynchronous: 3 / 0.62 / rst / OUT[8]
worst min-delay path: 3 / 0.27 / rst / OUT[9]
==> power by group <==
part	internal (mW)	switching, mW	total, mW
Clock	0.349	0.224	0.573
Combinational	7.52	6.08	13.6
Sequential	1.02	0.0758	1.09
Total	8.89	6.38	15.3
==> kinds of logic after synthesis <==
| family | Yosys count | synth area share [%] |
|---|---|---|
| flops | 16 | 13.4 |
| compound gates | 43 | 10.2 |
| xor+xnor | 20 | 6.13 |
| buf+inv | 52 | 6.55 |
| fa+ha+maj | 85 | 45.0 |
| simple gates | 104 | 18.6 |
==> stage by stage <==
| step | total power, mW | setup slack, ns | TNS [ns] | cell area [sq um] | hold WS, ns |
|---|---|---|---|---|---|
| global route | 16.6 | -3.76 | -38.02 | 4780 | 0.283 |
| finish | 15.3 | -3.52 | -36.15 | 4780 | 0.266 |
| CTS | 13.5 | -3.68 | -36.73 | 4640 | 0.264 |
| global placement | 11.1 | -4.22 | -47.71 | 4320 | 0.523 |
| detailed placement | 11.2 | -4.30 | -48.53 | 4320 | 0.530 |
| floorplan | 7.69 | -3.47 | -34.04 | 3260 | 0.114 |
==> placed cells by master (no fill, tap or decap), types with 3 or more instances in the layout <==
master,Yosys,routed
nand2_2,0,3
xor2_1,6,5
fa_1,37,31
dfrtp_1,16,16
clkbuf_2,0,10
and2_4,0,17
xnor2_1,13,9
a21o_1,6,6
nor2_1,15,10
o21ai_2,1,7
or2_4,0,3
nand3_1,4,4
clkdlybuf4s15_1,0,6
inv_2,0,11
buf_6,0,28
a21oi_1,10,3
nor2_2,0,3
nor3_1,8,3
buf_12,0,3
inv_1,52,40
clkbuf_8,0,4
buf_8,0,6
ha_4,0,17
buf_4,0,46
nor3_4,0,3
nand2_1,18,13
and2_1,51,34
o21a_1,3,3
xnor2_2,1,4
ha_1,48,30
o21bai_1,5,4
fa_2,0,6
a21oi_2,1,6
clkdlybuf4s50_1,0,17
==> what timing repair did <==
action	4_1_cts	5_1_grt
pin swaps	68	66
endpoints found under the hold margin	0	0
resized	161	63
buffers inserted	11	7
endpoints found under the setup margin	31	24
hold buffers	0	0
==> routing by layer <==
metal	up-vias	part of all wire (%)	GRT usage (%)
met1	1259	49	37.1
met3	4	2.8	3.73
li1	1286	-	-
met2	40	47	42.4
met4	0	0.39	0.727
met5	-	0	0
Power and IR drop assume default switching activity.
